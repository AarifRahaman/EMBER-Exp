File: /design/flow/constraint.sdc
current_design mac

set clk_period 5.4
set clk_io_pct 0.2

create_clock -name clk0 -period $clk_period [get_ports {CLK}]

set non_clock_inputs [all_inputs -no_clocks]
set_input_delay [expr $clk_period * $clk_io_pct] -clock clk0 $non_clock_inputs
set_output_delay [expr $clk_period * $clk_io_pct] -clock clk0 [all_outputs]
File: /design/flow/design.v
module VLIB_adder #(parameter BITWIDTH = 16)
    (
        IN_A,
        IN_B,
        RES 
    );
    input signed [BITWIDTH-1:0] IN_A, IN_B;
    output signed [BITWIDTH:0] RES;
    assign RES = $signed(IN_A) + $signed(IN_B);
endmodule
`timescale 1ns/1ps
module VLIB_adder_tree #(parameter ATOMIC_C = 8, parameter BITWIDTH = 8)
    (
        NRST,
        CLK,
        VALID_IN,
        IN,
        VALID_OUT,
        RES
    );
    localparam INPUT_WIDTH = ATOMIC_C*BITWIDTH;
    localparam NUM_LEVELS = $clog2(ATOMIC_C);
    localparam OUTPUT_WIDTH = BITWIDTH + NUM_LEVELS;
    localparam LINE_STRIDE = ATOMIC_C*OUTPUT_WIDTH;
    input                            NRST, CLK;
    input                            VALID_IN;
    input  signed [INPUT_WIDTH-1:0]  IN  ;
    output signed                    VALID_OUT;
    output signed [OUTPUT_WIDTH-1:0] RES  ;
    logic [NUM_LEVELS*LINE_STRIDE-1:0] bus  ;
    logic [LINE_STRIDE-1:0]            bus_pipeline_w  ;
    logic [LINE_STRIDE-1:0]            bus_pipeline  ;
    logic                              VALID_IN_d1, VALID_OUT_reg;
    assign VALID_OUT_reg = VALID_IN;
    for (genvar stage = 0; stage < NUM_LEVELS; stage++) begin : gen_1
        localparam NUM_ADDERS = ATOMIC_C/(2**(stage+1));
        localparam LVL_OUTWIDTH = BITWIDTH + stage;
        if ( stage == 0 ) begin : if_1  
            for ( genvar adder = 0; adder < NUM_ADDERS; adder++ ) begin : gen_2
                VLIB_adder #( .BITWIDTH(LVL_OUTWIDTH) ) 
                    ADDER_TREE_add 
                        (
                            IN[(2*adder+1)*LVL_OUTWIDTH-1 : 2*adder*LVL_OUTWIDTH], 
                            IN[(2*adder+2)*LVL_OUTWIDTH-1 : (2*adder+1)*LVL_OUTWIDTH], 
                            bus[(adder+1)*(LVL_OUTWIDTH+1)-1 : adder*(LVL_OUTWIDTH+1)]
                        );
            end
        end else begin : else_1
            for ( genvar adder = 0; adder < NUM_ADDERS; adder++ ) begin : gen_3
                VLIB_adder #( .BITWIDTH(LVL_OUTWIDTH) )
                    ADDER_TREE_add
                        (
                            bus[(stage-1)*LINE_STRIDE + (2*adder+1)*(LVL_OUTWIDTH)-1 : (stage-1)*LINE_STRIDE + 2*adder*(LVL_OUTWIDTH)],
                            bus[(stage-1)*LINE_STRIDE + (2*adder+2)*(LVL_OUTWIDTH)-1 : (stage-1)*LINE_STRIDE + (2*adder+1)*(LVL_OUTWIDTH)],
                            bus[stage*LINE_STRIDE + (adder+1)*(LVL_OUTWIDTH+1)-1 : stage*LINE_STRIDE + (adder)*(LVL_OUTWIDTH+1)]
                        );
            end
        end
    end
    assign VALID_OUT = VALID_OUT_reg;
    assign RES = $signed( bus[(NUM_LEVELS-1)*LINE_STRIDE + OUTPUT_WIDTH-1 : (NUM_LEVELS-1)*LINE_STRIDE] );
endmodule
module VLIB_multiplier #(parameter BITWIDTH_A = 8, parameter BITWIDTH_B = BITWIDTH_A)
    (
        IN_A,
        IN_B,
        RES 
    );
    localparam OUTPUT_WIDTH = BITWIDTH_A + BITWIDTH_B;
    input  signed   [BITWIDTH_A-1:0] IN_A;
    input  signed   [BITWIDTH_B-1:0] IN_B;
    output signed [OUTPUT_WIDTH-1:0] RES;
    assign RES = $signed(IN_A) * $signed(IN_B);
endmodule
`timescale 1ns/1ps
module mac 
    #(
        parameter ATOMIC_C = 4,
        parameter BITWIDTH = 8,
        parameter BITWIDTH_B_MUL = BITWIDTH
    ) (
        NRST,
        CLK,
        VALID_IN,
        IN_A, 
        IN_B,
        RES,
        VALID_OUT
    );
    localparam MUL_OUT_WIDTH = BITWIDTH + BITWIDTH_B_MUL;
    localparam OUTPUT_WIDTH = MUL_OUT_WIDTH + $clog2(ATOMIC_C);
    input                                     NRST, CLK;
    input                                     VALID_IN;
    input        [ATOMIC_C-1:0][BITWIDTH-1:0] IN_A;
    input  [ATOMIC_C-1:0][BITWIDTH_B_MUL-1:0] IN_B;
    output                 [OUTPUT_WIDTH-1:0] RES;
    output                                    VALID_OUT;
    logic                                   VALID_IN_d1     ;
    logic                                   VALID_OUT_wire  ;
    logic                                   VALID_OUT_reg   ;
    logic [ATOMIC_C-1:0][MUL_OUT_WIDTH-1:0] mul2add_reg     ;
    logic [ATOMIC_C-1:0][MUL_OUT_WIDTH-1:0] mul2add_wire    ;
    logic                [OUTPUT_WIDTH-1:0] tree_out_reg    ;
    logic                [OUTPUT_WIDTH-1:0] tree_out_wire   ;
    for (genvar i = 0; i < ATOMIC_C; i++) begin: gen_mult
        VLIB_multiplier #( .BITWIDTH_A(BITWIDTH), .BITWIDTH_B(BITWIDTH_B_MUL) )
            MAC_multiplier_array
                (
                    .IN_A(IN_A[i]),
                    .IN_B(IN_B[i]),
                    .RES(mul2add_wire[i])
                );
    end
    VLIB_adder_tree #( .ATOMIC_C(ATOMIC_C), .BITWIDTH(MUL_OUT_WIDTH) )
        MAC_adder_tree
            (
                .NRST(NRST),
                .CLK(CLK),
                .VALID_IN(VALID_IN_d1),
                .IN(mul2add_reg),
                .VALID_OUT(VALID_OUT_wire),
                .RES(tree_out_wire)
            ); 
    always_ff @( posedge CLK ) begin
        if ( !NRST ) begin
            VALID_IN_d1 <= 0;
            VALID_OUT_reg <= 0;
            mul2add_reg <= 0;
            tree_out_reg <= 0;
        end else begin
            VALID_IN_d1 <= VALID_IN;
            VALID_OUT_reg <= VALID_OUT_wire;
            mul2add_reg <= mul2add_wire;
            tree_out_reg <= tree_out_wire;
        end
    end
    assign RES = tree_out_reg;
    assign VALID_OUT = VALID_OUT_reg;
endmodule
File: /design/flow/run.sh
#!/bin/bash
# OpenROAD 26Q1-2900-gdf79404cd8, Yosys 0.63+post, stock flow scripts
make -C /OpenROAD-flow-scripts/flow DESIGN_CONFIG=/design/flow/config.mk WORK_HOME=/design/flow/orfs finish
File: /design/flow/config.mk
export PLATFORM = sky130hd
export DESIGN_NAME = mac
export DESIGN_NICKNAME = mac
export VERILOG_FILES = /design/flow/design.v
export SDC_FILE = /design/flow/constraint.sdc
export NUM_CORES = 4
export LEC_CHECK = 1
export CORE_UTILIZATION = 50
==> reports/metrics.yaml <==
rrSetupSlack_ns: 1.87
antenna-diode-count: 0
rr_startpoint: "mul2add_reg[1]$_SDFF_PN0_"
maxCapViolCount: 0
clock_path_buffers: 2
critPathLaunch: "IN_B[15]"
cts_sinks: 84
critPathRequiredTime_ns: 5.67
synth.area.top_cells: "fa_1, dfxtp_1, ha_1"
pre_cts_ws_ns: -0.305
place_congestion: 0.898
viasPerCell: 4.77
core.rowCount: 59
grt_pass1_vias: 10000
wl_per_cell_um: 12.5
ys_ff: 84
drcViolationCount: 0
fill_cells: 2231
critPathKind: "in -> reg"
status: "finished clean"
syn_area_um2: 13400
hold_path.class: "reg -> reg"
hold_viol: 0
yosysChipArea_um2: 13400
cts_tree: "done"
wl_um: 25200
cp.arrival_ns: 5.51
path_max_fanout: 8
initial_utilization_pct: 51.2
grt_max_degree: 38
edf_count: 0
cts_root_buf: "clkbuf_16"
postSynthCellCount: 1418
avgSynthCellArea_um2: 9.46
final-setup-viol-count: 0
drive_gt1_share_pct: 11.8
synthDistinctLibCells: 47
openroad.warnings: 26
ff_type: "dfxtp_1"
end_kind: "flip-flop"
fin_crit_sh_pct: 97.2
synth-cells-yosys: 1418
logic_area_um2: 10500
overflow: 0
rr_worst_depth: 11
slew_headroom_pct: 53.5
dp.final_hpwl_um: 22400
worst_clock_skew_ns: 0.0106
critPathLaunchType: "input port"
cts_buffers: 9
die_w_um: 166
die_y_um: 166
track_usage_pct: 21.8
top_cell_area_share_pct: 37.8
seq_area_um2: 1680
utilization_pct: 62.1
postSynth.asyncResetShare_pct: 0
numPortBuffers: 85
placed_cell_area_um2: 15900
vdd_drop_max_uv: 399
cts_resized: 0
largest_reg_flops: 64
synth_seq_share_pct: 12.5
worst_slack_ns: 0.150
initialDrtViolationCount: 314
fin_hold_ws_ns: 0.439
worst_slew_pin_slew_ns: 0.697
power.leakage_nw: 8.36
post-cts-setup-buffers: 0
cts_max_level: 3
fmax_mhz: 190
fin_crit_ns: 5.25
io_pins: 86
yosys_warnings: 1
clk_latency_ns: 0.33
area_growth_pct: 21.4
holdBufCountCts: 0
cellPowerDensity_nw_per_um2: 522
finalMaxSlewViolations: 0
stdcell_area_um2: 16300
largest_area_cell: "fa_1"
r2r-end: "tree_out_reg[11]$_SDFF_PN0_"
antenna_found_initial: 0
coreArea_um2: 26200
vias: 9579
grt_pass1_wl_um: 46200
drt_pass1_iterations: 29
rsz0062_at_grt: "yes"
postRouteAntennaNets: 0
crit_end: "mul2add_reg[31]$_SDFF_PN0_"
clk_pin_slew_ns: 0.06
die_area_um2: 27500
[cell usage after synthesis, types with 8 or more instances]
cell	instances
a21o_1	14
a21oi_1	31
and2_1	192
and3_1	8
clkbuf_1	10
dfxtp_1	84
fa_1	253
ha_1	133
inv_1	321
nand2_1	64
nand2b_1	17
nor2_1	61
nor2b_1	34
nor3_1	23
o21a_1	12
o21ai_0	24
xnor2_1	42
xor2_1	24
[how the worst min path moves through the flow]
stage / from / to / cells past startpoint
after CTS: VALID_IN_d1$_SDFF_PN0_ / VALID_OUT_reg$_SDFF_PN0_ / 1
after global routing: VALID_IN_d1$_SDFF_PN0_ / VALID_OUT_reg$_SDFF_PN0_ / 1
final: VALID_IN_d1$_SDFF_PN0_ / VALID_OUT_reg$_SDFF_PN0_ / 1
[layout make-up]
cell class / instances / share of cell area [%]
clock inverter: 4 / 0.346
tap: 335 / 2.57
clock buffer: 12 / 1.51
inverter: 321 / 7.40
sequential: 84 / 10.3
multi-input combinational: 1002 / 64.6
timing repair buffer: 251 / 13.2
[report_power, final]
part / leakage [nW] / internal, W / total, W / switching (W)
Sequential: 0.699 / 0.000875 / 0.00101 / 0.000131
Combinational: 7.51 / 0.00334 / 0.00687 / 0.00353
Clock: 0.148 / 0.000375 / 0.000619 / 0.000244
Total: 8.36 / 0.00459 / 0.00850 / 0.00390
[kinds of logic after synthesis]
| kind of cell | synth area share (%) |
|---|---|
| adder cells (fa/ha/maj) | 50.2 |
| AND/OR/NAND/NOR | 17.2 |
| multiplexers | 0.485 |
| XOR/XNOR | 4.31 |
| buffers and inverters | 9.35 |
| flip-flops | 12.5 |
| AND-OR/OR-AND | 5.91 |
[metal layers]
| layer | track usage, % | vias up | wire [um] |
|---|---|---|---|
| met2 | 32.5 | 162 | 11200 |
| li1 | - | 4824 | - |
| met1 | 37.1 | 4589 | 12400 |
| met4 | 0.447 | 0 | 35 |
| met5 | 0 | - | 0 |
| met3 | 4.88 | 4 | 1560 |
[per-stage QoR]
| step | cells | setup TNS [ns] | power [W] |
|---|---|---|---|
| 5_1_grt | 2009 | -0.109 | 0.00960 |
| 4_1_cts | 2009 | 0 | 0.00856 |
| 3_5_place_dp | 1993 | -2.95 | 0.00785 |
| 3_3_place_gp | 1993 | -2.67 | 0.00787 |
| 6_report | 2009 | 0 | 0.00850 |
| 2_1_floorplan | 1418 | 0 | 0.00574 |
[worst max-delay path, cell delays in order]
cell             delay (ns)
clkdlybuf4s50_1        0.66
nor2b_1                0.21
fa_1                   0.44
fa_1                   0.49
fa_1                   0.50
inv_1                  0.05
fa_1                   0.48
inv_1                  0.04
ha_1                   0.29
and2_1                 0.18
a221o_1                0.32
o21ai_2                0.19
a21oi_1                0.10
or3_1                  0.35
a21oi_1                0.14
[cell usage in the layout (no fill, tap or decap), types with 6 or more instances in the layout]
cell type | Yosys | layout
nand2_1 | 64 | 63
a21o_1 | 14 | 14
fa_1 | 253 | 253
and3_1 | 8 | 8
a21oi_1 | 31 | 30
dlymetal6s2s_1 | 0 | 22
xor2_1 | 24 | 24
or3_1 | 6 | 6
o21a_1 | 12 | 12
nor3_1 | 23 | 22
buf_4 | 0 | 166
nor2_1 | 61 | 61
xnor2_1 | 42 | 42
and2_1 | 192 | 191
dfxtp_1 | 84 | 84
ha_1 | 133 | 133
inv_1 | 321 | 320
clkdlybuf4s50_1 | 0 | 63
nor2b_1 | 34 | 34
o21ai_0 | 24 | 22
clkbuf_16 | 0 | 9
nand2b_1 | 17 | 17
No activity file was given, so power comes from the tool's default toggle rates.
